--- /design/flow/constraint.sdc ---
current_design traffic

set clk_period 3.7
set clk_io_pct 0.2

create_clock -name clk0 -period $clk_period [get_ports {clk}]

set non_clock_inputs [all_inputs -no_clocks]
set_input_delay [expr $clk_period * $clk_io_pct] -clock clk0 $non_clock_inputs
set_output_delay [expr $clk_period * $clk_io_pct] -clock clk0 [all_outputs]
--- /design/flow/config.mk ---
export PLATFORM = sky130hd
export DESIGN_NAME = traffic
export DESIGN_NICKNAME = traffic
export VERILOG_FILES = /design/flow/design.v
export SDC_FILE = /design/flow/constraint.sdc
export NUM_CORES = 4
export LEC_CHECK = 1
export CORE_AREA = 10 10 111 111
export DIE_AREA = 0 0 121 121
--- /design/flow/run.sh ---
#!/bin/bash
# OpenROAD 26Q1-2900-gdf79404cd8, Yosys 0.63+post, stock flow scripts
make -C /OpenROAD-flow-scripts/flow DESIGN_CONFIG=/design/flow/config.mk WORK_HOME=/design/flow/orfs finish
--- /design/flow/design.v ---
module traffic (
    input wire clk,              
    input wire reset,            
    input wire [1:0] mode_select, 
    input wire traffic_sensor,    
    input wire emergency,         
    output reg [1:0] horizontal_light, 
    output reg [1:0] vertical_light    
);
    parameter RED = 2'b00;
    parameter YELLOW = 2'b01;
    parameter GREEN = 2'b10;
    parameter GREEN_BLINK = 2'b11;
    parameter RED_YELLOW = 2'b01;   
    parameter [3:0] S_H_RED_V_GREEN = 4'b0000;         
    parameter [3:0] S_H_RED_V_GREEN_BLINK = 4'b0001;   
    parameter [3:0] S_H_RED_V_YELLOW = 4'b0010;        
    parameter [3:0] S_H_RED_V_RED = 4'b0011;           
    parameter [3:0] S_H_RED_YELLOW_V_RED = 4'b0100;    
    parameter [3:0] S_H_GREEN_V_RED = 4'b0101;         
    parameter [3:0] S_H_GREEN_BLINK_V_RED = 4'b0110;   
    parameter [3:0] S_H_YELLOW_V_RED = 4'b0111;        
    parameter [3:0] S_H_RED_V_RED_2 = 4'b1000;         
    parameter [3:0] S_H_RED_V_RED_YELLOW = 4'b1001;    
    parameter [3:0] S_EMERGENCY = 4'b1111;             
    parameter [7:0] T1 = 8'd40;   
    parameter [7:0] T2 = 8'd15;   
    parameter [7:0] T3 = 8'd10;   
    parameter [7:0] T4 = 8'd5;    
    parameter [7:0] T5 = 8'd3;    
    parameter [1:0] MODE_NORMAL = 2'b00;
    parameter [1:0] MODE_TRAFFIC = 2'b01;
    parameter [1:0] MODE_EMERGENCY = 2'b10;
    reg [3:0] current_state;
    reg [7:0] timer;
    reg blink_toggle;
    reg [3:0] blink_counter;
    reg [1:0] active_mode;
    reg [7:0] time_multiplier;
    parameter [3:0] BLINK_TIME = 4'd5;
    parameter [7:0] NORMAL_MULT = 8'd1;     
    parameter [7:0] TRAFFIC_MULT_HIGH = 8'd2;  
    always @(posedge clk or posedge reset) begin
        if (reset) begin
            active_mode <= MODE_NORMAL;
        end
        else begin
            if (emergency)
                active_mode <= MODE_EMERGENCY;
            else
                active_mode <= mode_select;
        end
    end
    always @(posedge clk or posedge reset) begin
        if (reset) begin
            blink_counter <= 4'd0;
            blink_toggle <= 1'b0;
        end
        else if (blink_counter >= BLINK_TIME) begin
            blink_counter <= 4'd0;
            blink_toggle <= ~blink_toggle;
        end
        else begin
            blink_counter <= blink_counter + 1'b1;
        end
    end
    always @(posedge clk or posedge reset) begin
        if (reset) begin
            time_multiplier <= NORMAL_MULT;
        end
        else begin
            case (current_state)
                S_H_RED_V_GREEN: begin
                    if (active_mode == MODE_TRAFFIC && !traffic_sensor)
                        time_multiplier <= TRAFFIC_MULT_HIGH;
                    else
                        time_multiplier <= NORMAL_MULT;
                end
                S_H_GREEN_V_RED: begin
                    if (active_mode == MODE_TRAFFIC && traffic_sensor)
                        time_multiplier <= TRAFFIC_MULT_HIGH;
                    else
                        time_multiplier <= NORMAL_MULT;
                end
                default: begin
                    time_multiplier <= NORMAL_MULT;
                end
            endcase
        end
    end
    always @(posedge clk or posedge reset) begin
        if (reset) begin
            current_state <= S_H_RED_V_GREEN;
            timer <= 8'd0;
        end
        else begin
            if (active_mode == MODE_EMERGENCY) begin
                current_state <= S_EMERGENCY;
                timer <= 8'd0;
            end
            else begin
                timer <= timer + 1'b1;
                case (current_state)
                    S_H_RED_V_GREEN: begin
                        if (timer >= (T1 * time_multiplier)) begin
                            timer <= 8'd0;
                            current_state <= S_H_RED_V_GREEN_BLINK;
                        end
                    end
                    S_H_RED_V_GREEN_BLINK: begin
                        if (timer >= T2) begin
                            timer <= 8'd0;
                            current_state <= S_H_RED_V_YELLOW;
                        end
                    end
                    S_H_RED_V_YELLOW: begin
                        if (timer >= T3) begin
                            timer <= 8'd0;
                            current_state <= S_H_RED_V_RED;
                        end
                    end
                    S_H_RED_V_RED: begin
                        if (timer >= T4) begin
                            timer <= 8'd0;
                            current_state <= S_H_RED_YELLOW_V_RED;
                        end
                    end
                    S_H_RED_YELLOW_V_RED: begin
                        if (timer >= T5) begin
                            timer <= 8'd0;
                            current_state <= S_H_GREEN_V_RED;
                        end
                    end
                    S_H_GREEN_V_RED: begin
                        if (timer >= (T1 * time_multiplier)) begin
                            timer <= 8'd0;
                            current_state <= S_H_GREEN_BLINK_V_RED;
                        end
                    end
                    S_H_GREEN_BLINK_V_RED: begin
                        if (timer >= T2) begin
                            timer <= 8'd0;
                            current_state <= S_H_YELLOW_V_RED;
                        end
                    end
                    S_H_YELLOW_V_RED: begin
                        if (timer >= T3) begin
                            timer <= 8'd0;
                            current_state <= S_H_RED_V_RED_2;
                        end
                    end
                    S_H_RED_V_RED_2: begin
                        if (timer >= T4) begin
                            timer <= 8'd0;
                            current_state <= S_H_RED_V_RED_YELLOW;
                        end
                    end
                    S_H_RED_V_RED_YELLOW: begin
                        if (timer >= T5) begin
                            timer <= 8'd0;
                            current_state <= S_H_RED_V_GREEN;
                        end
                    end
                    S_EMERGENCY: begin
                        if (active_mode != MODE_EMERGENCY) begin
                            timer <= 8'd0;
                            current_state <= S_H_RED_V_GREEN;
                        end
                    end
                    default: begin
                        timer <= 8'd0;
                        current_state <= S_H_RED_V_GREEN;
                    end
                endcase
            end
        end
    end
    always @(*) begin
        case (current_state)
            S_H_RED_V_GREEN: begin
                horizontal_light = RED;
                vertical_light = GREEN;
            end
            S_H_RED_V_GREEN_BLINK: begin
                horizontal_light = RED;
                vertical_light = blink_toggle ? GREEN : GREEN_BLINK;
            end
            S_H_RED_V_YELLOW: begin
                horizontal_light = RED;
                vertical_light = YELLOW;
            end
            S_H_RED_V_RED, S_H_RED_V_RED_2: begin
                horizontal_light = RED;
                vertical_light = RED;
            end
            S_H_RED_YELLOW_V_RED: begin
                horizontal_light = RED_YELLOW;
                vertical_light = RED;
            end
            S_H_GREEN_V_RED: begin
                horizontal_light = GREEN;
                vertical_light = RED;
            end
            S_H_GREEN_BLINK_V_RED: begin
                horizontal_light = blink_toggle ? GREEN : GREEN_BLINK;
                vertical_light = RED;
            end
            S_H_YELLOW_V_RED: begin
                horizontal_light = YELLOW;
                vertical_light = RED;
            end
            S_H_RED_V_RED_YELLOW: begin
                horizontal_light = RED;
                vertical_light = RED_YELLOW;
            end
            S_EMERGENCY: begin
                horizontal_light = blink_toggle ? YELLOW : RED;
                vertical_light = blink_toggle ? YELLOW : RED;
            end
            default: begin
                horizontal_light = RED;
                vertical_light = RED;
            end
        endcase
    end
endmodule
==> notes.md <==
run results: Placer Congestion=0.8376, Post-CTS Setup Inserts=0, Unique cell types=approximately 43, detailed placement HPWL=2501 um, asr flop ratio synth=100.0%, Overflow after GRT=0, fp_density=approximately 16%, post-synthesis register bit count=28, P_leak=about 0.8 nW, Total GRT Usage=under 10%, GRT Max-Usage Layer=met1, Layout area overhead=18.63%, Worst Setup Path Type=reg -> out, M2 GR Usage=approximately 6.7%, register area share after synthesis=44.36%, Pwr Density=278.0 nW/um^2, Post-Route Setup TNS=0 ns, Hold Vio Cnt, Final=0, Final period util=61.03%, met3 Track Usage GR=less than 1%, Yosys Instances=approximately 160, drt pass-1 iters=4, number of global-route vias before repair=1186, Synth Area in Compound Gates=a little under a fifth, # hold bufs at CTS=0, crit path launch=blink_toggle, yosys xor share=4.420%, VDD IR max=137.0 uV, slew margin rel.=65.35%, die width=121 um, Top cells excl fill/tap=dfrtp_1 (26), nor2_1 (14), inv_1 (12), a211oi_1 (11), ha_1 (11), adder share=approximately 8.7%, I/O Buffers=9, most instantiated logic cell after routing=dfrtp_1, Worst-Margin Slew=between 0.5 and 0.6 ns, FF-to-FF path depth=6, MUX share of area=0.6314%, die area=14640 um^2, # DRC=0, Warnings, synthesis=1, drt total wl=between 3000 and 4000 um, Clk Latency, worst-skew pair=0.27 ns, PostCTS Resize Cnt=0, grt met1 use=roughly 7.0%, Longest Clk Path Bufs=2, Yosys chip area=1585 um^2, wire length of the first global-routing pass=5720 um, Main logic family=simple AND/OR/NAND/NOR gates, CP startpoint kind=flip-flop, OpenROAD warning count=30, fmax=~440 MHz, Hold Slack=0.4540 ns, worst hold path stage count=1, synthesized area=1585 um^2, Final ANT Viol Nets=0, CTS tree=built, count of library flops with an enable pin=0, clock transition at the registers of the reported paths=0.09 ns, die height=121 um, MaxCap Viol Count=0, Final min period=about 2.3 ns, root buffer cell=clkbuf_8, Top-Level Pins=10, per-instance average area after synthesis=about 10 um^2, core area=9864 um^2, Final setup viols=0, clk sinks=28, WP data required=between 2 and 3 ns, DRT iter0 DRCs=67, CP endpoint kind=output pin, layout cells sized above 1=7.647%, synthesized instance count=around 160, initial antenna violation count=0, Num CTS Buffers=3, unrepaired setup endpoints after global routing=false, Inserted Diodes=0, largest net degree at the start of global routing=29, Dominant flop cell=dfrtp_1, Post-Synth Simple-Gate Area=19.34%, Hold Path Origin=active_mode[1], vias per inst=3.977, CP arrival=roughly 1.5 ns, Crit Path Max Fanout=5, pins over their slew limit=0, status=complete, no violations, Routed WL per cell=~11 um, H-Tree Depth=1, DR vias=approximately 1200, row cnt=36, worst min-delay path class=reg -> reg, clock skew=0.006636 ns, fillers=1065
[critical path, cell delays in order, from the launching register on]
cell and delay (ns):
dfrtp_1 0.44, a211oi_1 0.24, o21ai_0 0.14, clkdlybuf4s50_1 0.43
[final timing paths]
check	slack, ns	endpoint
setup / recovery	1.44	horizontal_light[0]
hold / removal	0.45	flip-flop
setup reg to reg	1.62	timer[1]
max in group asynchronous	2.56	current_state[0]
min in group asynchronous	0.82	timer[0]
hold reg to reg	0.45	flip-flop
[Yosys cell counts, types with 3 or more instances]
master    number  share of area, %
a211oi_1      11               5.2
a21oi_1        7               2.2
a22oi_1        6               2.8
and2_1         4               1.6
dfrtp_1       26                41
ha_1          11               8.7
inv_1         12               2.8
nand2_1        6               1.4
nand2b_1       4               1.6
nand3_1        7               2.2
nor2_1        14               3.3
o21ai_0        5               1.6
or2_2          3               1.2
xnor2_1        3               1.7
xor2_1         5               2.8
[final cells by class]
| class | instances | area [um^2] | share of cell area (%) |
|---|---|---|---|
| clock buffer | 4 | 45.04 | 2.395 |
| inverter | 12 | 45.04 | 2.395 |
| multi-input combinational | 116 | 823.3 | 43.78 |
| sequential | 28 | 703.2 | 37.39 |
| tap | 133 | 166.4 | 8.849 |
| timing repair buffer | 10 | 97.59 | 5.190 |
[sequential cells by signal, summed over array words and instances (netlist names), named ones only]
signal	cells
current_state	11
timer	8
active_mode	2
blink_toggle	1
blink_counter	4
[report_power, final]
part	internal, mW	switching [mW]	total (mW)
Sequential	0.311	0.00491	0.316
Combinational	0.0166	0.0238	0.0404
Clock	0.0771	0.0898	0.167
[per-layer routing]
layer | up-vias | share of wire (%)
li1 | 599 | -
met1 | 578 | 51
met2 | 24 | 44
met3 | 4 | 2.9
met4 | 0 | 2.1
met5 | - | 0
[kinds of logic (layout without fill, tap and decap cells)]
logic type | after synthesis | in the layout
xor+xnor | 8 | 8
compound gates | 42 | 42
simple gates | 54 | 54
fa+ha+maj | 11 | 11
buf+inv | 15 | 26
flops | 28 | 28
mux | 1 | 1
[stage by stage]
step           utilization [%]  setup slack [ns]  std cells  total power, mW  instance area (um^2)
6_report                 19.06             1.442        303           0.5229                  1881
5_1_grt                  19.06             1.333        303           0.5470                  1881
4_1_cts                  19.06             1.425        303           0.5299                  1881
3_5_place_dp             18.61             1.603        299           0.3625                  1836
3_3_place_gp             18.61             1.660        299           0.3622                  1836
2_1_floorplan                -             1.755        159           0.3452                  1585
No activity file was given, so power comes from the tool's default toggle rates.
